==> flow/design.v <==
`timescale 1ns / 1ps
module SIGMOID_A1(
    clk,
    rst,
    NEURON_SIGNAL_IN,
    NEURON_ACTIVATED
    );
    input clk, rst;
    input [15:0] NEURON_SIGNAL_IN;
    output [15:0] NEURON_ACTIVATED;
    reg [15:0] NEURON_ACTIVATED;
    begin always @ (posedge clk)
      if (rst) begin
        NEURON_ACTIVATED <= 16'h0000;
      end else if (NEURON_SIGNAL_IN[15] & NEURON_SIGNAL_IN[14]) begin
        NEURON_ACTIVATED <= 16'b1011110000000000;
      end else if (!NEURON_SIGNAL_IN[14]) begin
        NEURON_ACTIVATED <= NEURON_SIGNAL_IN;
      end else if(!NEURON_SIGNAL_IN[15] & NEURON_SIGNAL_IN[14]) begin
        NEURON_ACTIVATED <= 16'b0011110000000000;
      end
    end
endmodule
==> flow/run.sh <==
#!/bin/bash
# OpenROAD 26Q1-2900-gdf79404cd8, Yosys 0.63+post, stock flow scripts
make -C /OpenROAD-flow-scripts/flow DESIGN_CONFIG=/design/flow/config.mk WORK_HOME=/design/flow/orfs finish
==> flow/config.mk <==
export PLATFORM = sky130hd
export DESIGN_NAME = SIGMOID_A1
export DESIGN_NICKNAME = SIGMOID_A1
export VERILOG_FILES = /design/flow/design.v
export SDC_FILE = /design/flow/constraint.sdc
export NUM_CORES = 4
export LEC_CHECK = 1
export CORE_AREA = 10 10 70 70
export DIE_AREA = 0 0 80 80
==> flow/constraint.sdc <==
current_design SIGMOID_A1

set clk_period 1.0
set clk_io_pct 0.2

create_clock -name clk0 -period $clk_period [get_ports {clk}]

set non_clock_inputs [all_inputs -no_clocks]
set_input_delay [expr $clk_period * $clk_io_pct] -clock clk0 $non_clock_inputs
set_output_delay [expr $clk_period * $clk_io_pct] -clock clk0 [all_outputs]
==> highlights.md <==
Final timing
* 0 — Slew Viols, Final
* 0 — number of endpoints with negative hold slack in the final report
* 0.0472 ns — post-route setup slack
* 1.05 GHz — highest clock rate
* 0.481 ns — Hold Slack
* 0 ns — total negative setup slack
* false — setup repair after global routing missed its margin
* 0 — final setup violation count
* 0.953 ns — post-route minimum period
* 0.953 — post-layout period usage of the worst path

Global route
* 0 — total congestion overflow after global routing
* 10 — largest net degree at the start of global routing
* 417 — vias in the first global route
* 0.0403 — GRT Util Overall
* 0 — number of antenna violations at the first check in global routing
* 1990 µm — global-route wire length before repair

Synth
* 0.262 — Simple-Gate Area Share
* 502 µm² — yosys-reported design area after synthesis
* 34 — gate count of the mapped netlist
* 7 — post-synth cell types
* 0 — fraction of the mapped netlist area in adder cells
* simple AND/OR/NAND/NOR gates — dominant kind of combinational cell
* 502 µm² — cell area after synthesis
* 0 — post-synthesis mux area share
* 15 — Yosys reg bits
* 0 — Post-Synth XOR/XNOR Area
* 14.8 µm² — Avg Synthesized Cell Area
* 0.0798 — area share of and-or/or-and cells after synthesis
* 0.599 — sequential element share of the synthesized area
* 1 — warning count from the yosys run
* 34 — total cells reported by yosys after synthesis

Power and ir drop
* 897 µW — Internal Power
* 0.215 — proportion of total power due to net switching
* 246 µW — net switching power
* 0.000350 µW — leakage power total
* 1320 mW/mm² — power density of the placed cells
* 0.143 — part of the total power dissipated in combinational logic
* 0.301 — clock power share
* 0.557 — Reg power frac
* 1140 µW — power after layout
* 0.681 mV — maximum vdd drop

Clock tree
* 15 — Clock Sinks
* 3 — number of CTS-inserted buffers
* 2 — Bufs on Longest Clock Path
* 1 — number of H-tree branching levels
* 0 — Post CTS Setup Buffer Count
* 0.09 ns — Reg clk slew, reported paths
* 30 — # resized after CTS
* built — clock tree from TritonCTS
* sky130_fd_sc_hd__clkbuf_4 — cell chosen for the clock root
* 0 — hold buffer count at cts

Critical path
* 1 — count of buffering cells on the critical path with inverters included
* clkdlybuf4s15_1 — cell-by-cell listing of the critical path
* flop — launching element type of the critical path
* flip-flops — cell class contributing the biggest share of worst-path delay
* 0.80 ns — data required time of the critical path
* sky130_fd_sc_hd__dfxtp_1 — slowest CP cell
* 0.32 ns — worst stage delay on the critical path
* 1 — largest driver fanout on the critical path
* reg2out — worst setup path category
* 0.75 ns — data arrival time at the worst-slack endpoint
* output pin — Worst setup EP type

Placed design
* 896 µm² — placed cell area
* 0.753 — placer congestion estimate
* -0.194 ns — minimum setup slack after placement
* 32 — Port-buffer cells

Drt
* 0 — antenna diode instance count
* 0 — remaining routing DRC violations
* 11.7 µm — mean routed wirelength per cell
* 389 — vias
* 0 — Post-DRT Antenna Nets
* 2 — detailed-routing iteration count for the pre-antenna-repair pass
* 1370 µm — final WL
* 3.32 — Vias/cell
* 1 — drt initial violations

Layout
* 72.6% — area growth from synthesis to final layout
* NEURON_ACTIVATED — most flop-heavy register
* 866 µm² — final standard cell area without fillers
* 0.648 — fraction of final layout cells sized beyond drive strength 1
* NEURON_ACTIVATED (15) — biggest regs
* 15 — Largest register FFs

Die
* 21 — Core Rows
* 0.147 — effective utilization at floorplan
* 34 — Top-Level Pins
* 0.00640 mm² — Die Outline Area
* 80 µm — height of the die
* 0.00342 mm² — floorplan core area
* 80 µm — horizontal extent of the die

Min path
* in2reg — class of the tightest hold or removal check

Run
* 25 — tool warning count
* 0 — max-cap viol count

Status
* complete, no violations — outcome

## metrics by stage
step / cells / util
2_1_floorplan: 34 / -
3_3_place_gp: 113 / 0.262
3_5_place_dp: 113 / 0.262
4_1_cts: 117 / 0.270
5_1_grt: 117 / 0.253
6_report: 117 / 0.253
## cells in the final DEF (no fill, tap or decap)
| master | netlist | routed |
|---|---|---|
| sky130_fd_sc_hd__clkdlybuf4s50_1 | 0 | 17 |
| sky130_fd_sc_hd__clkbuf_2 | 0 | 14 |
| sky130_fd_sc_hd__dfxtp_2 | 0 | 10 |
| sky130_fd_sc_hd__nor3b_2 | 10 | 10 |
| sky130_fd_sc_hd__dfxtp_1 | 15 | 5 |
| sky130_fd_sc_hd__o21ba_2 | 4 | 4 |
| sky130_fd_sc_hd__clkbuf_4 | 0 | 3 |
| sky130_fd_sc_hd__buf_4 | 2 | 3 |
| sky130_fd_sc_hd__nor2b_1 | 1 | 1 |
| sky130_fd_sc_hd__conb_1 | 1 | 1 |
| sky130_fd_sc_hd__clkinv_2 | 0 | 1 |
| sky130_fd_sc_hd__clkdlybuf4s15_1 | 0 | 1 |
| sky130_fd_sc_hd__buf_12 | 0 | 1 |
## cell usage after synthesis (all sizes together)
cell   count  area, µm²
nor3b     10        125
buf        3       26.3
o21ba      4       40.0
dfxtp     15        300
nor2b      1       6.26
conb       1       3.75
## final timing paths
check / to / startpoint / slack, ns / cells after the start
setup / recovery: NEURON_ACTIVATED[15] / NEURON_ACTIVATED[15] / 0.05 / 1
hold / removal: NEURON_ACTIVATED[0] / NEURON_SIGNAL_IN[0] / 0.48 / 2
## layout make-up
cell class	count	area, µm²
clock buffers	3	22.5
clock inverters	1	5.00
flip-flops and latches	15	313
repair buffers	36	293
fillers	389	2550
multi-input cells	16	175
well taps	46	57.6
## logic make-up (layout without fill, tap and decap cells)
| group | after synthesis | count (layout) |
|---|---|---|
| other cells | 1 | 1 |
| buf+inv | 3 | 40 |
| compound gates | 4 | 4 |
| flops | 15 | 15 |
| simple gates | 11 | 11 |
## layer usage
| layer | GRT usage | share of wire | vias to the layer above |
|---|---|---|---|
| met4 | 0.00176 | 0 | 0 |
| met2 | 0.0602 | 0.44 | 25 |
| met3 | 0.0409 | 0.18 | 0 |
| li1 | - | - | 187 |
| met1 | 0.0412 | 0.39 | 177 |
| met5 | 0 | 0 | - |
## power groups by stage
stage	registers (µW)	logic, µW	clock network [µW]
6_report	636	163	343
4_1_cts	633	182	369
5_1_grt	640	178	390
Power is estimated from default activity; no workload was simulated.
