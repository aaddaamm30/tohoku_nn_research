## flow/design.v

```verilog
`timescale 1ns / 1ps
module lfsr(
    clk,
    rst,
    one_rand_weight
    );
    input clk, rst;
    output [15:0] one_rand_weight;
    reg [15:0] one_rand_weight;
    reg special = 1'b1;
    begin always @ (posedge clk)
      if(rst) begin
        one_rand_weight <= 16'h3E4A;
        special <= 1'b1;
      end else begin
        one_rand_weight[15] <= (one_rand_weight[8] ^ one_rand_weight[6] ^ one_rand_weight[4]);
        special <= (one_rand_weight[0] ^ one_rand_weight[2] ^ one_rand_weight[4]);
        one_rand_weight[7:0] <= one_rand_weight[8:1];
        one_rand_weight[8] <= special;
      end
    end
endmodule
```

## flow/config.mk

```make
export PLATFORM = sky130hd
export DESIGN_NAME = lfsr
export DESIGN_NICKNAME = lfsr
export VERILOG_FILES = /design/flow/design.v
export SDC_FILE = /design/flow/constraint.sdc
export NUM_CORES = 4
export LEC_CHECK = 1
export CORE_AREA = 10 10 70 70
export DIE_AREA = 0 0 80 80
```

## flow/run.sh

```bash
#!/bin/bash
# OpenROAD 26Q1-2900-gdf79404cd8, Yosys 0.63+post, stock flow scripts
make -C /OpenROAD-flow-scripts/flow DESIGN_CONFIG=/design/flow/config.mk WORK_HOME=/design/flow/orfs finish
```

## flow/constraint.sdc

```tcl
current_design lfsr

set clk_period 1.0
set clk_io_pct 0.2

create_clock -name clk0 -period $clk_period [get_ports {clk}]

set non_clock_inputs [all_inputs -no_clocks]
set_input_delay [expr $clk_period * $clk_io_pct] -clock clk0 $non_clock_inputs
set_output_delay [expr $clk_period * $clk_io_pct] -clock clk0 [all_outputs]
```

==> results.txt <==
Notes on the flow run.

- During I/O placement, the number of pins put on the boundary was 18.
- The sum of negative setup slack is -0.0339 ns, for reference.
- The overall track demand over capacity in global routing is 2.89%, for reference.
- The clock-pin slew on the worst setup and hold paths is 0.07 ns, for reference.
- TritonCTS built the clock tree.
- The endpoint arrival time on the critical path is 1.19 ns, for reference.
- The die covers 6400 µm².
- The final reports fail on negative setup slack.
- Setup violations remaining at the end of the flow were counted as 1.
- The total iterations of the first detailed-routing run is 2, for reference.
- The power density over the cells is 1530 nW/µm², for reference.
- Along the worst path, the maximum fanout reaches 2.
- The worst setup path is launched from a register.
- The sequential standard cell area is 233 µm², for reference.
- The area recorded from the Yosys report for this design is 382 µm².
- The mapped netlist covers 382 µm².
- Per the post-place timing report, worst setup slack is -0.353 ns.
- The deepest level of the CTS H-tree is 1, for reference.
- The number of antenna violations at the first check in global routing came to 0.
- The category of cells accounting for the largest share of critical-path delay is flip-flops, for reference.
- With fillers left out, the area of the finished cells amounts to 604 µm².
- The insertion delay to the later sink of the worst-skew pair is 0.26 ns, for reference.
- The mean instance size in the synthesized netlist is 11.6 µm², for reference.
- The total of flip-flops plus latches after synthesis is 11, for reference.
- The yosys stat cell total is 33, for reference.
- The script extracted a total leakage power of 0.280 nW.
- The core outline area is 3420 µm², for reference.
- The layout has 385 filler cells.
- Total power for the finished layout comes to 926 µW.
- The type of the most critical hold path is in -> reg, for reference.
- The horizontal die dimension reported for this design is 80 µm.
- The post-route antenna net violation count is 0, for reference.
- Listed in order, past its start point the critical path passes buf_6 -> xor2_4 -> mux2_4.
- Dividing the detail-routed via count by the number of cells gives 2.57.
- The number of DRC markers in iteration 0 is 1, for reference.
- The post-route worst hold slack is 0.441 ns, for reference.
- In the final layout, the share of cells above drive strength 1 is 59.6%.
- The total CTS buffers is 3, for reference.
- The timing report shows that the slowest cell on the worst path is sky130_fd_sc_hd__dfxtp_2.
- Synthesis handed over a netlist of 33 instances.
- The area share of the largest cell type after synthesis is 57.7%, for reference.
- The number of hold buffers added after CTS is 0, for reference.
- The number of distinct library cell variants in the gate-level netlist after synthesis is 11, for reference.
- Between the synthesized netlist and the finished layout, the area growth was recorded as 58.4%.
- The wire length reported by the detailed router is 846 µm, for reference.
- The per-cell routed wire length is 8.63 µm, for reference.
- Detailed placement ended at an HPWL of 610 µm.
- The root buffer cell chosen for the clock tree is sky130_fd_sc_hd__clkbuf_4.
- The congestion estimate from routability-driven global placement came to 0.748.
- Endpoints failing hold in the final report were tallied at 0.
- The logs give a warning total of 27.
- Per the detail_route report, the via count comes to 252.
- The fraction of the cycle the final worst path needs is 103%, for reference.
- Counting both buffers and inverters, the worst setup path holds a total of 1.
- The worst setup path is of the reg -> reg kind.
- In the Yosys report, the sequential cells make up 57.7% of the chip area.
- Per the layout area report, the combinational gate area comes to 161 µm².
- The maximum number of pins on one net before global-route repair is 9, for reference.
- The main area contributors are sky130_fd_sc_hd__dfxtp_1 (58%), sky130_fd_sc_hd__and2b_1 (12%), sky130_fd_sc_hd__buf_4 (12%), sky130_fd_sc_hd__or2_2 (3.3%), sky130_fd_sc_hd__mux2_2 (3.0%).
- The initialized floorplan defines 21 standard-cell rows.
- The via count of the first global-routing pass was 293.
- The placed standard-cell area is 542 µm², for reference.
- The worst stage delay on the critical path is 0.32 ns, for reference.
- The final routed DRC violation total is 0, for reference.
- Looking at the clock tree report, the maximum root-to-sink buffer count equals 2.
- The number of warnings issued by yosys is 1, for reference.
- The die is 80 µm tall.
- The flow ran to the end, but the final reports show violations.
- Global routing finished with a remaining overflow of 0.
- The total of max-cap violations is 0, for reference.
- The required time of the worst setup path is 1.15 ns, for reference.
- The count of antenna diodes in the layout is 0, for reference.
- The worst setup margin is -0.0339 ns, for reference.
- Setup repair after global routing could not meet its margin everywhere.
- Per the cell usage report, the commonest logic cell in the layout is sky130_fd_sc_hd__dfxtp_2.
- The clock skew after layout is 0.000568 ns, for reference.
- STA classifies the critical path endpoint as a register.
- The count of buffers added on input and output ports is 11.
- The first global-routing pass estimated 1450 µm of wire.
- Per the power-grid run, VDD falls by no more than 609 µV.
- In this build the clock could be raised as far as 967 MHz.
- For reference, the final report shows the max-slew violation count at 0.
- The total clock sinks is 11, for reference.
- The routed design could run at a clock period as short as 1.03 ns.
- The cell type with the largest total area is sky130_fd_sc_hd__dfxtp_1, for reference.
- In the floorplan report the effective utilization is 11.2%.
- Leaving out fill and tap cells, the most frequent cells in the layout are sky130_fd_sc_hd__dfxtp_2 (10), sky130_fd_sc_hd__clkbuf_2 (7), sky130_fd_sc_hd__and2b_1 (6), sky130_fd_sc_hd__conb_1 (6), sky130_fd_sc_hd__buf_4 (4).
[state kept, by name, summed over array words and instances, names as in the netlist]
register,cells
one_rand_weight,10
special,1
[cells in the mapped netlist (all sizes together)]
library cell,instances
dfxtp,11
and2b,6
buf,6
or2,3
conb,2
mux2,1
mux2i,1
nand2b,1
xnor2,1
xor2,1
[per-stage QoR]
step / cells / utilization [%]
global route: 98 / 17.7
global placement: 91 / 15.9
floorplan: 37 / -
CTS: 98 / 18.0
finish: 98 / 17.7
detailed placement: 91 / 15.9
[where the power goes]
group / leakage, nW / internal [mW] / total, mW / switching, mW
Clock: 0.0150 / 0.154 / 0.294 / 0.140
Combinational: 0.171 / 0.0909 / 0.136 / 0.0446
Sequential: 0.0935 / 0.480 / 0.496 / 0.0167
[layer usage]
layer / track usage (%) / up-vias / routed length (µm)
li1: - / 125 / -
met1: 3.37 / 113 / 391
met2: 3.77 / 14 / 307
met3: 2.84 / 0 / 147
met4: 0.352 / 0 / 0
met5: 0 / - / 0
[kinds of logic (layout without fill, tap and decap cells)]
logic type,Yosys count,after routing,synth area share (%)
flip-flops,11,11,57.7
XOR/XNOR,2,2,4.59
buffers and inverters,6,21,11.8
multiplexers,2,2,5.57
AND/OR/NAND/NOR,10,10,18.4
other,2,6,1.97
[area by class of cell]
| cell class | instances | share of cell area (%) |
|---|---|---|
| multi-input cells | 20 | 26.7 |
| repair buffers | 17 | 20.9 |
| clock buffers | 4 | 4.35 |
| well taps | 46 | 9.52 |
| flip-flops and latches | 11 | 38.5 |
[repair_timing]
action,4_1_cts,5_1_grt
gates resized,33,11
pin swaps,1,1
buffers inserted,3,0
endpoints found under the setup margin,13,8
[final timing paths]
kind	end	cells past startpoint	start	slack [ns]
max	special	3	one_rand_weight[2]	-0.03
min	one_rand_weight[6]	2	rst	0.44
max reg2reg	special	3	one_rand_weight[2]	-0.03
min reg2reg	one_rand_weight[6]	1	one_rand_weight[7]	0.44
Power figures rest on the tool's default switching activity, not on a simulated workload.
